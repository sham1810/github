File: ./run.sh
#!/bin/bash
# OpenROAD 26Q1-2900-gdf79404cd8, Yosys 0.63+post, stock flow scripts
make -C /OpenROAD-flow-scripts/flow DESIGN_CONFIG=/design/flow/config.mk WORK_HOME=/design/flow/orfs finish
File: ./config.mk
export PLATFORM = sky130hd
export DESIGN_NAME = small_async_fifo
export DESIGN_NICKNAME = small_async_fifo
export VERILOG_FILES = /design/flow/design.v
export SDC_FILE = /design/flow/constraint.sdc
export NUM_CORES = 4
export LEC_CHECK = 1
export CORE_UTILIZATION = 30
File: ./constraint.sdc
current_design small_async_fifo

set clk_period 4.4
set clk_io_pct 0.2

create_clock -name clk0 -period $clk_period [get_ports {rclk}]
create_clock -name clk1 -period $clk_period [get_ports {wclk}]

set non_clock_inputs [all_inputs -no_clocks]
set_input_delay [expr $clk_period * $clk_io_pct] -clock clk0 $non_clock_inputs
set_output_delay [expr $clk_period * $clk_io_pct] -clock clk0 [all_outputs]
File: ./design.v
module small_async_fifo
  #(
    parameter DSIZE = 8,
    parameter ASIZE = 3,
    parameter ALMOST_FULL_SIZE = 5,
    parameter ALMOST_EMPTY_SIZE = 3
    )
  (
   output wfull,
   output w_almost_full,
   input [DSIZE-1:0] wdata,
   input winc, wclk, wrst_n,
   output [DSIZE-1:0] rdata,
   output rempty,
   output r_almost_empty,
   input rinc, rclk, rrst_n
   );
   wire [ASIZE-1:0] waddr, raddr;
   wire [ASIZE:0]   wptr, rptr, wq2_rptr, rq2_wptr;
   sync_r2w #(ASIZE) sync_r2w (.wq2_rptr(wq2_rptr), .rptr(rptr),
		      .wclk(wclk), .wrst_n(wrst_n));
   sync_w2r #(ASIZE) sync_w2r (.rq2_wptr(rq2_wptr), .wptr(wptr),
		      .rclk(rclk), .rrst_n(rrst_n));
   fifo_mem #(DSIZE, ASIZE) fifo_mem
     (.rdata(rdata), .wdata(wdata),
      .waddr(waddr), .raddr(raddr),
      .wclken(winc), .wfull(wfull),
      .wclk(wclk));
   rptr_empty #(.ADDRSIZE(ASIZE), .ALMOST_EMPTY_SIZE(ALMOST_EMPTY_SIZE))
     rptr_empty
     (.rempty(rempty),
      .r_almost_empty(r_almost_empty),
      .raddr(raddr),
      .rptr(rptr),
      .rq2_wptr(rq2_wptr),
      .rinc(rinc),
      .rclk(rclk),
      .rrst_n(rrst_n));
   wptr_full #(.ADDRSIZE(ASIZE), .ALMOST_FULL_SIZE(ALMOST_FULL_SIZE))
     wptr_full
     (.wfull(wfull),
      .w_almost_full(w_almost_full),
      .waddr(waddr),
      .wptr(wptr),
      .wq2_rptr(wq2_rptr),
      .winc(winc),
      .wclk(wclk),
      .wrst_n(wrst_n));
endmodule  
module sync_r2w #(parameter ADDRSIZE = 3)
  (output reg [ADDRSIZE:0] wq2_rptr,
   input [ADDRSIZE:0] rptr,
   input wclk, wrst_n);
   reg [ADDRSIZE:0] wq1_rptr;
   always @(posedge wclk or negedge wrst_n)
     if (!wrst_n) {wq2_rptr,wq1_rptr} <= 0;
     else {wq2_rptr,wq1_rptr} <= {wq1_rptr,rptr};
endmodule  
module sync_w2r #(parameter ADDRSIZE = 3)
  (output reg [ADDRSIZE:0] rq2_wptr,
   input [ADDRSIZE:0] wptr,
   input rclk, rrst_n);
   reg [ADDRSIZE:0] rq1_wptr;
   always @(posedge rclk or negedge rrst_n)
     if (!rrst_n) {rq2_wptr,rq1_wptr} <= 0;
     else {rq2_wptr,rq1_wptr} <= {rq1_wptr,wptr};
endmodule  
module rptr_empty
  #(parameter ADDRSIZE = 3,
    parameter ALMOST_EMPTY_SIZE=3)
  (output reg rempty,
   output reg r_almost_empty,
   output [ADDRSIZE-1:0] raddr,
   output reg [ADDRSIZE :0] rptr,
   input [ADDRSIZE :0] rq2_wptr,
   input rinc, rclk, rrst_n);
   reg [ADDRSIZE:0] rbin;
   wire [ADDRSIZE:0] rgraynext, rbinnext;
   reg [ADDRSIZE :0] rq2_wptr_bin;
   integer 	     i;
   always @(posedge rclk or negedge rrst_n)
     if (!rrst_n) {rbin, rptr} <= 0;
     else {rbin, rptr} <= {rbinnext, rgraynext};
   assign 	     raddr = rbin[ADDRSIZE-1:0];
   assign 	     rbinnext = rbin + (rinc & ~rempty);
   assign 	     rgraynext = (rbinnext>>1) ^ rbinnext;
   wire 	     rempty_val = (rgraynext == rq2_wptr);
   always @(rq2_wptr)
     for (i=0; i<(ADDRSIZE+1); i=i+1)
       rq2_wptr_bin[i] = ^ (rq2_wptr >> i);
   wire [ADDRSIZE:0] subtract = (rbinnext + ALMOST_EMPTY_SIZE)-rq2_wptr_bin;
   wire r_almost_empty_val = ~subtract[ADDRSIZE];
   always @(posedge rclk or negedge rrst_n)
     if (!rrst_n) begin
	rempty <= 1'b1;
	r_almost_empty <= 1'b 1;
     end
     else begin
	rempty <= rempty_val;
	r_almost_empty <= r_almost_empty_val;
     end
endmodule  
module wptr_full
  #(parameter ADDRSIZE = 3,
    parameter ALMOST_FULL_SIZE=5
    )
  (output reg wfull,
   output reg w_almost_full,
   output [ADDRSIZE-1:0] waddr,
   output reg [ADDRSIZE :0] wptr,
   input [ADDRSIZE :0] wq2_rptr,
   input winc, wclk, wrst_n);
   reg [ADDRSIZE:0] wbin;
   wire [ADDRSIZE:0] wgraynext, wbinnext;
   reg [ADDRSIZE :0] wq2_rptr_bin;
   integer 	     i;
   always @(posedge wclk or negedge wrst_n)
     if (!wrst_n) {wbin, wptr} <= 0;
     else {wbin, wptr} <= {wbinnext, wgraynext};
   assign waddr = wbin[ADDRSIZE-1:0];
   assign wbinnext = wbin + (winc & ~wfull);
   assign wgraynext = (wbinnext>>1) ^ wbinnext;
   wire wfull_val = (wgraynext ==
		     {~wq2_rptr[ADDRSIZE:ADDRSIZE-1],wq2_rptr[ADDRSIZE-2:0]});
   always @(wq2_rptr)
     for (i=0; i<(ADDRSIZE+1); i=i+1)
       wq2_rptr_bin[i] = ^ (wq2_rptr >> i);
   wire [ADDRSIZE :0] subtract = wbinnext - wq2_rptr_bin - ALMOST_FULL_SIZE;
   wire w_almost_full_val = ~subtract[ADDRSIZE];
   always @(posedge wclk or negedge wrst_n)
     if (!wrst_n) begin
	wfull <= 1'b0;
	w_almost_full <= 1'b 0;
     end
     else begin
	wfull <= wfull_val;
	w_almost_full <= w_almost_full_val;
     end
endmodule  
module fifo_mem #(parameter DATASIZE = 8,  
		 parameter ADDRSIZE = 3)  
  (output [DATASIZE-1:0] rdata,
   input [DATASIZE-1:0] wdata,
   input [ADDRSIZE-1:0] waddr, raddr,
   input wclken, wfull, wclk);
   localparam DEPTH = 1<<ADDRSIZE;
   reg [DATASIZE-1:0] mem [0:DEPTH-1];
   assign rdata = mem[raddr];
   always @(posedge wclk)
     if (wclken && !wfull) mem[waddr] <= wdata;
endmodule  
==> results.py <==
# Physical implementation metrics
metrics = {
    "floorplan": {
        "chipWidth_um": 117.0,
        "die-height_um": 117.0,
        "dieArea_um2": 13700,
        "ioPinCount": 26,
        "rows": 41,
        "core-area_um2": 12770,
        "core_util_floorplan": 0.3108,
    },
    "final_timing": {
        "rsz0062_at_grt": "false",
        "tns_ns": 0,
        "worst_pin_slew_ns": 1.040,
        "finalClockSkew_ns": 0.005772,
        "final-hold-violation-count": 0,
        "slew_headroom": 0.3044,
        "holdWs_ns": 0.2878,
        "slew_violations": 0,
        "setup_viol_count_final": 0,
    },
    "setup_path": {
        "cp_common_cell": "nand2_1",
        "crit_family": "buffers and inverters",
        "cp.arrival_ns": 2.15,
        "crit_slowest_cell": "dfrtp_1",
        "reg2reg_to": "wptr_full.w_almost_full",
        "r2r_slack_ns": 2.04,
        "crit_end": "rdata[3]",
        "crit_type": "reg2out",
        "critPathMaxFanout": 14,
        "endpoint_kind": "output pin",
        "start_kind": "flop",
        "crit_start": "rptr_empty.rbin[2]",
        "cpPeakStageDelay_ns": 0.73,
        "cp.buffers_inverters": 2,
        "crit_chain": "clkinv_1 > nand2_1 > nand2_1 > clkdlybuf4s50_1",
        "cp_num_cells": 4,
        "reg2reg_depth": 10,
        "r2r-start": "wptr_full.wfull",
        "cp.required_ns": 3.52,
    },
    "place": {
        "portBuffers": 24,
        "hpwl_um": 4124,
        "gp_congestion": 0.7145,
    },
    "clock_tree": {
        "clkTransAtPathRegs_ns": 0.06,
        "cts_tree": "yes",
        "post_cts_buffers": 0,
        "hold_buffers": 0,
        "cts_resized": 0,
        "clock_sinks": 98,
    },
    "synthesis": {
        "ys_cells": 233,
        "synth_cell_types": 31,
        "ys_area_um2": 3970,
        "yosys_warnings": 5,
        "syn_avg_cell_area_um2": 17.04,
        "netlist_area_um2": 3970,
        "ys_seq_elements": 98,
        "syn_inst": 233,
        "synth_seq_share": 0.6990,
    },
    "global_routing": {
        "grt_max_degree": 21,
        "first_global_vias": 2038,
        "overflow": 0,
        "antenna_found_initial": 0,
        "grt_pass1_wl_um": 10580,
        "grt_util_all_layers": 0.1130,
    },
    "detailed_routing": {
        "drtIter0Drc": 74,
        "antenna_cells_inserted": 0,
        "ant_nets": 0,
        "vias_per_cell": 4.226,
        "wl_um": 6651,
        "wl_per_cell_um": 14.88,
        "vias": 1889,
        "drcViolationCount": 0,
        "drt_first_pass_iters": 3,
    },
    "pwr": {
        "power.density_nw_per_um2": 760.2,
        "ir_worst_vdd_mv": 0.2543,
        "p_leak_nw": 1.771,
    },
    "hold_path": {
        "worst_hold_path_type": "reg2reg",
    },
    "final_layout": {
        "drive_gt1_frac": 0.1745,
        "area_delta_synth_final_pct": 20.77,
    },
    "outcome": {
        "outcome": "finished clean",
    },
    "flow_run": {
        "warning_count": 27,
        "cap_violations": 0,
    },
}
per-stage QoR:
step	area (µm²)	utilization	setup WS (ns)	power [W]	std cells
final	4795	0.3754	1.371	0.003645	447
after global routing	4795	0.3754	1.136	0.003914	447
after CTS	4795	0.3754	1.280	0.003704	447
after detailed placement	4433	0.3470	1.079	0.002811	427
after global placement	4433	0.3470	1.088	0.002808	427
after floorplan	3970	-	1.640	0.002417	233
where the power goes:
part	switching [W]	internal, W	total, W
combinational	0.000627	0.000746	0.00137
clock	0.000358	0.000508	0.000866
sequential	0.000159	0.00125	0.00141
kinds of logic after synthesis:
group / share of synthesized area
AND/OR/NAND/NOR: 0.06114
XOR/XNOR: 0.07690
multiplexers: 0.09329
adder cells (fa/ha/maj): 0.03152
flip-flops: 0.6990
buffers and inverters: 0.01891
AND-OR/OR-AND: 0.01922
area by class of cell:
| cell class | count | area, µm² |
|---|---|---|
| Timing Repair Buffer | 32 | 300.3 |
| Tap cell | 172 | 215.2 |
| Fill cell | 1168 | 7979 |
| Sequential cell | 98 | 2775 |
| Clock buffer | 12 | 300.3 |
| Multi-Input combinational cell | 119 | 1120 |
| Clock inverter | 8 | 61.31 |
| Inverter | 6 | 22.52 |
per-layer routing:
metal	vias to the layer above	track usage	wire length [µm]
li1	924	-	-
met3	6	0.05349	458
met1	911	0.1663	3028
met5	-	0	0
met2	48	0.1661	3074
met4	0	0.01519	91
sequential cells by signal, indices dropped and copies added (netlist names):
signal,cells
fifo_mem.mem,64
rptr_empty.rempty,1
wptr_full.w_almost_full,1
sync_r2w.wq2_rptr,4
wptr_full.wbin,3
wptr_full.wfull,1
rptr_empty.rptr,4
sync_w2r.rq2_wptr,4
rptr_empty.r_almost_empty,1
sync_w2r.rq1_wptr,4
sync_r2w.wq1_rptr,4
wptr_full.wptr,4
rptr_empty.rbin,3
cell usage after synthesis, drive strengths merged:
library cell / number / share of area
nand3: 4 / 0.0050
nor2b: 3 / 0.0047
a21boi: 1 / 0.0019
o21ai: 1 / 0.0013
mux2i: 1 / 0.0025
ha: 10 / 0.032
or3: 1 / 0.0016
edfxtp: 64 / 0.48
dfstp: 2 / 0.013
o211ai: 2 / 0.0038
mux4: 16 / 0.091
nor3: 3 / 0.0038
xor2: 12 / 0.026
nor2: 9 / 0.0085
xor3: 1 / 0.0060
a211oi: 1 / 0.0019
and3b: 1 / 0.0022
a41oi: 2 / 0.0082
clkbuf: 4 / 0.0038
inv: 5 / 0.0047
nand2b: 4 / 0.0063
xnor2: 15 / 0.033
dfrtp: 32 / 0.20
xnor3: 2 / 0.011
clkinv: 1 / 0.00094
and2: 1 / 0.0016
a211o: 1 / 0.0022
nand2: 27 / 0.026
nand3b: 1 / 0.0019
buf: 6 / 0.0095
worst register-to-register path: cells and delay by family (launching register included):
kind | cells | cell delay (ns)
AND/OR/NAND/NOR | 1 | 0.19
XOR/XNOR | 2 | 0.39
adder cells (fa/ha/maj) | 4 | 1.00
buffers and inverters | 2 | 0.15
AND-OR/OR-AND | 1 | 0.19
flip-flops | 1 | 0.39
layout by cell type, fill, tap and decap left out, types with 2 or more instances in the layout:
cell type and count:
clkbuf_16 12, nand2b_1 4, xnor3_1 2, nor3_1 3, mux4_2 16, nand2_1 27, edfxtp_1 64, a41oi_2 2
nor2_1 9, dfstp_2 2, inv_1 5, clkinvlp_4 4, buf_4 8, dfrtp_1 32, nand3_1 4, xnor2_1 15
inv_6 2, nor2b_1 3, clkdlybuf4s50_1 24, o211ai_1 2, ha_1 10, xor2_1 12
worst min-delay path by stage:
stage	start	to	slack (ns)	cells after the start
CTS	rptr_empty.rptr[1]	sync_r2w.wq1_rptr[1]	0.28	0
global route	rptr_empty.rptr[1]	sync_r2w.wq1_rptr[1]	0.29	0
finish	rptr_empty.rptr[1]	sync_r2w.wq1_rptr[1]	0.29	0
No activity file was given, so power comes from the tool's default toggle rates.
